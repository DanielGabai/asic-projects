<file path="design/flow/config.mk">
export PLATFORM = sky130hd
export DESIGN_NAME = uart_tx
export DESIGN_NICKNAME = uart_tx
export VERILOG_FILES = /design/flow/design.v
export SDC_FILE = /design/flow/constraint.sdc
export NUM_CORES = 4
export LEC_CHECK = 1
export CORE_AREA = 10 10 87 87
export DIE_AREA = 0 0 97 97
</file>
<file path="design/flow/constraint.sdc">
current_design uart_tx

set clk_period 2.6
set clk_io_pct 0.2

create_clock -name clk0 -period $clk_period [get_ports {clk}]

set non_clock_inputs [all_inputs -no_clocks]
set_input_delay [expr $clk_period * $clk_io_pct] -clock clk0 $non_clock_inputs
set_output_delay [expr $clk_period * $clk_io_pct] -clock clk0 [all_outputs]
</file>
<file path="design/flow/design.v">
`timescale 1ns/1ps
`default_nettype none
module uart_tx #(
    parameter CLK_DIV = 434
)(
    input wire clk,
    input wire rst,
    input wire tx_start,
    input wire [7:0] tx_data,
    output reg tx,
    output reg tx_busy
);
reg [8:0] clk_div_count;
reg baud_tick;
reg [3:0] tx_state;
reg [7:0] tx_shift_reg;
always @(posedge clk) begin  
    if (rst) begin
        clk_div_count <= 0;
        baud_tick <= 0;
    end else if (clk_div_count == CLK_DIV) begin
        clk_div_count <= 0;
        baud_tick <= 1;
    end else begin
        clk_div_count <= clk_div_count + 1;
        baud_tick <= 0;
    end
end
always @(posedge clk) begin
    if (rst) begin 
        tx <= 1;
        tx_state <= 0;
        tx_busy <= 0;
        tx_shift_reg <= 0;
    end else if (baud_tick) begin
        if (tx_busy) begin
            if (tx_state == 0) begin
                tx <= 0;   
            end else if (tx_state < 9) begin
                tx <= tx_shift_reg[tx_state - 1];   
            end else if (tx_state == 9) begin
                tx <= 1;   
            end else begin  
                tx_busy <= 0;
                tx_state <= 0;
                tx <= 1;
            end
            if (tx_state < 10)
                tx_state <= tx_state + 1;
        end
    end
    if (tx_start) begin
            tx_shift_reg <= tx_data;
            tx_busy <= 1;
            tx_state <= 0;
        end
end
endmodule
</file>
<file path="design/flow/run.sh">
#!/bin/bash
# OpenROAD 26Q1-2900-gdf79404cd8, Yosys 0.63+post, stock flow scripts
make -C /OpenROAD-flow-scripts/flow DESIGN_CONFIG=/design/flow/config.mk WORK_HOME=/design/flow/orfs finish
</file>
==> notes.md <==
flow finished, numbers: startpoint types=flip-flop, Chip Height=97 um, Finished Layout Cells=between 150 and 200, starting density of the core=0.2027, Slowest cell on crit path=dfxtp_1, yosys warns=1, Final TNS setup=0 ns, initial antenna violation count=0, Die Area=around 9400 um^2, reg2reg path depth=6, Cells after Synth=112, total track usage=0.04168, Top cell excl fill/tap=nor2_1, gr ovfl total=0, crit-path max FO=7, n_diodes=0, CP max stage delay=between 0.4 and 0.5 ns, hpwl dp=between 1.5 and 2 mm, Max-area cell share=0.2801, largest net degree at the start of global routing=14, crit path DAT=between 2 and 2.5 ns, min Tclk post-route=approximately 1.9 ns, share of layout cells above drive strength 1=0.08730, Crit Reg-Reg Endpoint=tx$_SDFFE_PP1P_, Req. time, crit path=between 2 and 3 ns, RSZ-0062 raised after global routing=no, CP Capture Type=flip-flop, cell taking the most area after synthesis=dfxtp_1, VDD IR max=326.0 uV, Worst R2R Start=tx_state[0]$_SDFFE_PP0P_, final instance area=~1400 um^2, largest buffer count on any clock path=2, Cell Pwr Density=501.0 nW/um^2, met1 WL=roughly 1.0 mm, Routed Antenna Nets=0, num rows=27, WL/cell=9.838 um, maxcap violations=0, Filler Cell Count=~600, Final setup viols=0, leakage power total=~0.49 nW, Critical path origin=tx_state[0]$_SDFFE_PP0P_, Synth-to-Final Area Change=21.88%, most instantiated logic cells after routing=17 x nor2_1, 16 x dfxtp_1, 12 x clkdlybuf4s50_1, 8 x and2_1, 8 x edfxtp_1, Placement Cell Area=between 1000 and 1500 um^2, GPL Wtd Cong=roughly 0.8, vias per inst=between 3 and 4, r2r setup slk=0.71 ns, Synth Area per Inst=just over 10 um^2, Setup CP Type=flip-flop to flip-flop, worst hold path type=flip-flop to flip-flop, Root Driver=clkbuf_8, CP Cell Sequence=inv_1, ha_1, mux2i_1, nor3_1, a2111oi_0, o21ai_1, Worst Skew=approximately 0.003 ns, Chip Area, Yosys=approximately 1100 um^2, final hold violations=0, Max Slew Vio Count=0, max reg flops=9, vias post-DR=between 700 and 800, CTS H-Tree Depth=1, biggest area cells=dfxtp_1 28%, edfxtp_1 21%, ha_1 6.6%, Cell Area, Synth=approximately 1100 um^2, PortBufs=12, achievable clock frequency=approximately 530 MHz, Late-Pin Clk Latency=~0.26 ns, Clock Sinks=24, DRT Wirelength=1.948 mm, met2 WL=853 um, Flops after synth=24, worst slew pin tran=between 0.3 and 0.4 ns, normalized max-slew margin=0.7515, clock-pin transition on the worst setup and hold timing paths=0.08 ns, dpl cells=just under 200, cts hold-fix bufs=0, Netlist cell types=34, post_cts resized=0, post-CTS setup buffers=0, DR pass1 iterations=4, Starting DRT DRC Count=roughly 45, CP endpoint=tx$_SDFFE_PP1P_, total core area=between 5000 and 6000 um^2, # IOs=13, met3 WL=approximately 28 um, die width=about 97 um, Worst Hold Depth=1, final design utilization=0.2471, tool warnings=29, ys cells=~110, vias in the first global route=between 700 and 800, final period utilization=0.7269, number of buffers created by CTS=3, first-pass GRT wire length=~3.5 mm, Seq/Total Area, Yosys=0.4902, outcome=finished, final reports clean, top routing layer in use=met4, post-route DRC violation count=0, CTS tree=done
final cells by class:
cell class	instances	area, um^2	share of cell area
Sequential cell	24	560.5	0.4022
Clock buffer	4	55.05	0.03950
Inverter	7	26.28	0.01885
Tap cell	72	90.09	0.06463
Multi-Input combinational cell	79	541.8	0.3887
Timing Repair Buffer	12	120.1	0.08618
metrics by stage:
| stage | hold WS [ns] | power, mW | setup WS [ns] |
|---|---|---|---|
| finish | 0.4770 | 0.6983 | 0.7101 |
| global route | 0.4987 | 0.7330 | 0.5053 |
| CTS | 0.4792 | 0.7080 | 0.6920 |
| detailed placement | 0.4612 | 0.4653 | 0.6898 |
| global placement | 0.4511 | 0.4654 | 0.7264 |
| floorplan | 0.4150 | 0.4395 | 0.9088 |
cell families (layout without fill, tap and decap cells):
kind of cell,Yosys count,in the layout,synth area share
AOI/OAI and AO/OA,15,15,0.09848
xor gates and xnor gates,7,7,0.05361
adders and majority gates,6,6,0.06564
buffers and inverters,9,23,0.03611
DFF,24,24,0.4902
muxes,4,4,0.04924
and+or+nand+nor,47,47,0.2068
cell usage after synthesis:
master and count:
or2_2 1, and3_1 2, mux4_1 1, or2b_2 1, xnor2_1 4, edfxtp_1 8, a21oi_1 4, a2111oi_0 1
nor3_1 3, o21ba_2 1, or3b_2 1, o311ai_2 1, xor2_1 3, a211oi_1 1, nand4_1 1, nand2_1 4
o21ai_1 1, or3_1 1, clkbuf_1 1, nor2_1 17, nor2_2 1, a22oi_1 1, a31o_2 1, and2_1 8
nor3b_1 1, o21ai_0 2, buf_6 1, ha_1 6, dfxtp_1 16, o21bai_1 1, nand3_1 6, a2111o_1 1
mux2i_1 3, inv_1 7
worst min-delay path by stage:
stage / startpoint / endpoint
6_report: clk_div_count[0]$_SDFF_PP0_ / clk_div_count[0]$_SDFF_PP0_
4_1_cts: clk_div_count[0]$_SDFF_PP0_ / clk_div_count[0]$_SDFF_PP0_
5_1_grt: clk_div_count[0]$_SDFF_PP0_ / clk_div_count[0]$_SDFF_PP0_
metal layers:
metal / vias to the layer above / global-route usage
met1: 362 / 0.06203
met4: 0 / 0.007892
met2: 5 / 0.06288
met5: - / 0
met3: 2 / 0.005731
li1: 416 / -
worst max-delay path: cells and delay by family (launching register included):
family,cells,cell delay (ns)
multiplexers,1,0.22
buffers and inverters,1,0.14
flip-flops,1,0.48
adder cells (fa/ha/maj),1,0.39
AND/OR/NAND/NOR,1,0.06
AND-OR/OR-AND,2,0.48
report_power, final:
group / switching [mW] / total [mW] / internal, mW / leakage (nW)
Sequential: 0.00765 / 0.412 / 0.405 / 0.215
Combinational: 0.0162 / 0.0426 / 0.0263 / 0.247
Clock: 0.109 / 0.244 / 0.135 / 0.0288
Total: 0.133 / 0.698 / 0.566 / 0.491
Power is estimated from default activity; no workload was simulated.

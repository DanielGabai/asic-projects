<file path="design/flow/run.sh">
#!/bin/bash
# OpenROAD 26Q1-2900-gdf79404cd8, Yosys 0.63+post, stock flow scripts
make -C /OpenROAD-flow-scripts/flow DESIGN_CONFIG=/design/flow/config.mk WORK_HOME=/design/flow/orfs finish
</file>
<file path="design/flow/config.mk">
export PLATFORM = sky130hd
export DESIGN_NAME = reg_file
export DESIGN_NICKNAME = reg_file
export VERILOG_FILES = /design/flow/design.v
export SDC_FILE = /design/flow/constraint.sdc
export NUM_CORES = 4
export LEC_CHECK = 1
export CORE_UTILIZATION = 40
</file>
<file path="design/flow/constraint.sdc">
current_design reg_file

set clk_period 5.8
set clk_io_pct 0.2

create_clock -name clk0 -period $clk_period [get_ports {clk}]

set non_clock_inputs [all_inputs -no_clocks]
set_input_delay [expr $clk_period * $clk_io_pct] -clock clk0 $non_clock_inputs
set_output_delay [expr $clk_period * $clk_io_pct] -clock clk0 [all_outputs]
</file>
<file path="design/flow/design.v">
`timescale 1ns/1ps
`default_nettype none
module reg_file (
    input wire clk,
    input wire we,
    input wire [4:0] waddr,
    input wire [31:0] wdata,
    input wire [4:0] raddr1,
    input wire [4:0] raddr2,
    output wire [31:0] rdata1,
    output wire [31:0] rdata2
);
reg [31:0] register [31:0];
assign rdata1 = register[raddr1];
assign rdata2 = register[raddr2];
always @(posedge clk) begin
    register[0] <= 32'd0;
    if (we == 1'b1 && waddr != 5'd0) begin
        register[waddr] <= wdata;
    end
end
endmodule
</file>
==> flow_summary.toml <==
# yosys + openroad results
[outcome]
status = "complete, no violations"

[pwr]
irDropWorstVdd_uv = 260
powerDensity_mw_per_mm2 = 298
leakagePower_nw = 20.7

[yosys]
yosys_area_mm2 = 0.0485
syn-cell-area_mm2 = 0.0485
syn_inst = 3386
yosys.cell_types.count = 25
ys_cells = 3386
avgSynthCellArea_um2 = 14.3
yosysWarnings = 1
synth.ff_latch_count = 1024
ys_seq_share_pct = 62.8

[hold_path]
hold_class = "primary input to flop"
worstHoldEndpoint = "register[20][4]"
hold_path_depth = 2
hp-start = "wdata[4]"

[place]
hpwl_mm = 86.6
place_area_mm2 = 0.0525
pre_cts_ws_ns = 0.644
gp_congestion = 0.882
io_buffers = 112

[drt]
drcViolationCount = 0
wl_per_cell_um = 28.7
totalWireLength_mm = 151
drt_iter0_drc = 2091
ant_nets = 0
drtPass1Iterations = 8
routed_via_density = 5.88
vias = 30937

[cells_and_area]
lay_top_count = "mux2i_1"
largest_register_ffs = 1024
area_delta_synth_final_pct = 15.6
drive_gt1_share_pct = 10.2
seq_area_mm2 = 0.0304
regMostFlops = "register"
fill_cells = 10309
largest_registers = "register x1024"
final_util_pct = 46.7
lay_top_cells = "1024 x mux2i_1, 992 x edfxtp_1, 194 x nand3_1"
logic_area_mm2 = 0.0169
design_area_mm2 = 0.0560

[timing]
whs_ns = 1.30
timing.setup.tns_ns = 0
fin_ws_ns = 0.633
relSlewSlack_pct = 33.5
worst_pin_slew_ns = 0.995
min_period_ns = 5.17
fmax_mhz = 194
period_used_pct = 89.1
finalHoldViolCount = 0
slew_viol_final = 0
rsz0062_at_grt = "no"
setup_viol = 0

[clock_network]
htreeDepth = 3
cts-root-buf = "clkbuf_16"
cts_resized = 0
tritoncts = "done"
cts.sinks = 1024
clkTransAtPathRegs_ns = 0.07
ctsLongestPathBuffers = 3
hold_buffers = 0
numCtsBuffers = 104
cts_setup_buffers = 0

[worst_setup_path]
worstPathMaxFanout = 25
max_stage_delay_ns = 0.61
critical_path.endpoint_type = "output port"
worstPathCellList = "clkdlybuf4s50_1, nor2b_4, buf_4, a22o_1, nor3_1, a31oi_1, nand3_1, clkdlybuf4s50_1"
crit_buf_inv = 3
critical-path-slowest-cell = "clkdlybuf4s50_1"
setup.worst_path.start_class = "primary input"
cp_top_family = "buffers and inverters"
cp.required_ns = 4.64
critPathMostFrequentCell = "clkdlybuf4s50_1"
critPathArrivalTime_ns = 4.01
worstSetupPathType = "primary input to output port"

[global_route]
grt_max_degree = 65
antenna_found_initial = 1
grt_usage_pct = 26.5
grt_pass1_vias = 31822
grt_pass1_wl_mm = 217
globalRoute.totalOverflow = 0

[floorplanning]
die_y_um = 350
rows = 127
fp.coreArea_mm2 = 0.120
die_area_mm2 = 0.123
io_pins = 113
die_w_um = 350
floorplan.core_util_pct = 40.4

[flow_run]
tool_warnings = 26
maxCapViolations = 0
layer usage:
metal  vias to the layer above  wire [µm]  share of wire (%)  global-route usage [%]
li1                      13681          -                  -                       -
met1                     15346      56100                 37                    35.0
met2                      1656      68100                 45                    38.3
met3                       252      22300                 15                    16.3
met4                         2       4470                3.0                    6.78
met5                         -         60              0.040                   0.549
cells by family after synthesis:
logic type | after synthesis | share of synthesized area (%)
flops | 1024 | 62.8
mux | 1024 | 21.1
buf+inv | 253 | 3.23
simple gates | 508 | 4.74
other cells | 1 | 0.00774
compound gates | 576 | 8.10
power by group:
group | internal (mW) | total, mW | switching (mW)
Clock | 4.05 | 6.86 | 2.81
Combinational | 0.622 | 1.58 | 0.956
Sequential | 8.21 | 8.25 | 0.0390
Total | 12.9 | 16.7 | 3.81
layout make-up:
class,count,area share [%]
clock inverters,49,0.976
flip-flops and latches,1024,54.3
clock buffers,149,5.25
diodes,3,0.0134
repair buffers,284,5.69
well taps,1612,3.60
multi-input cells,2140,30.2
synth_stat cells:
library cell  number  area, µm²
a31oi_1           64        400
nor2b_1            4       25.0
buf_2             68        340
or2_2              2       12.5
conb_1             1       3.75
edfxtp_1         992      29800
buf_6             45        507
mux2i_1         1024      10200
a22o_1           128       1120
nand3_1          194        971
nand2b_1           4       25.0
dfxtp_1           32        641
buf_4             48        360
clkbuf_1          80        300
a21oi_1          192        961
and2_1             2       12.5
nand3b_1           5       37.5
clkbuf_4           4       30.0
buf_1              8       30.0
nand2_1          195        732
nor3_1            64        320
or3b_2             3       26.3
nor2_1            34        128
or3_1              1       6.26
a22oi_1          192       1440
stage by stage:
| step | cells | power [mW] |
|---|---|---|
| after floorplan | 3417 | 9.26 |
| after global placement | 5060 | 9.97 |
| after detailed placement | 5060 | 9.97 |
| after CTS | 5258 | 16.8 |
| after global routing | 5259 | 17.2 |
| final | 5261 | 16.7 |
worst max path at each step:
stage     startpoint  depth (start not counted)  slack [ns]    endpoint
4_1_cts    raddr1[0]                          8        0.63  rdata1[11]
6_report   raddr2[2]                          8        0.63  rdata2[26]
5_1_grt    raddr2[2]                          8        0.54  rdata2[26]
Power figures rest on the tool's default switching activity, not on a simulated workload.

--- ./run.sh ---
#!/bin/bash
# OpenROAD 26Q1-2900-gdf79404cd8, Yosys 0.63+post, stock flow scripts
make -C /OpenROAD-flow-scripts/flow DESIGN_CONFIG=/design/flow/config.mk WORK_HOME=/design/flow/orfs finish
--- ./config.mk ---
export PLATFORM = sky130hd
export DESIGN_NAME = cpu
export DESIGN_NICKNAME = cpu
export VERILOG_FILES = /design/flow/design.v
export SDC_FILE = /design/flow/constraint.sdc
export NUM_CORES = 4
export LEC_CHECK = 1
export CORE_AREA = 10 10 74 74
export DIE_AREA = 0 0 84 84
--- ./constraint.sdc ---
current_design cpu

set clk_period 2.1
set clk_io_pct 0.2

create_clock -name clk0 -period $clk_period [get_ports {clk}]

set non_clock_inputs [all_inputs -no_clocks]
set_input_delay [expr $clk_period * $clk_io_pct] -clock clk0 $non_clock_inputs
set_output_delay [expr $clk_period * $clk_io_pct] -clock clk0 [all_outputs]
--- ./design.v ---
module alu (
    input [3:0] a, b,
    input [1:0] sel,
    output reg [3:0] out,
    output reg carry_out
);
always @(*) begin
    case (sel)
        2'b00: {carry_out, out} = {1'b0, a & b};  
        2'b01: {carry_out, out} = {1'b0, a | b};  
        2'b10: {carry_out, out} = {1'b0, a ^ b};  
        2'b11: {carry_out, out} = a + b;  
        default: {carry_out, out} = 5'b0;
    endcase
end
endmodule
`timescale 1ns/1ps
`default_nettype none
module cpu (
    input wire [3:0] mux_in_data, alu_in_data,
    input wire clk, rstn,
    output wire carry_out,
    output reg [3:0] rom_out, alu_out, reg_out,
    output reg [2:0] pc_out
);
wire [3:0] rom_to_datapath;
wire [1:0] alu_sel_rom;
wire [2:0] pc_to_rom;
program_counter pc1 (
    .clk(clk),
    .rstn(rstn),
    .out(pc_to_rom)
);
rom r1 (
    .addr(pc_to_rom),
    .out(rom_to_datapath)
);
datapath d1(
    .mux_in_data(mux_in_data),
    .alu_in_data(alu_in_data),
    .clk(clk),
    .reg_out(reg_out),
    .alu_out(alu_out),
    .carry_out(carry_out),
    .load(rom_to_datapath[0]),
    .mux_sel_data(rom_to_datapath[1]),
    .alu_sel_data(rom_to_datapath[3:2])
);
assign rom_out = rom_to_datapath;
assign pc_out = pc_to_rom;
endmodule
`timescale 1ns/1ps
`default_nettype none
module datapath (
    input wire [3:0] mux_in_data, alu_in_data,
    input wire mux_sel_data, clk, load,
    input wire [1:0] alu_sel_data,
    output wire carry_out,
    output reg [3:0] reg_out, alu_out
);
wire [3:0] mux_out_reg_in, reg_out_alu_in, mux_in_alu_out;
mux m1 (
    .a(mux_in_data),
    .b(mux_in_alu_out),
    .sel(mux_sel_data),
    .out(mux_out_reg_in)
);
register r1 (
    .d(mux_out_reg_in),
    .load(load),
    .clk(clk),
    .q(reg_out_alu_in)
);
alu a1 (
    .a(reg_out_alu_in),
    .b(alu_in_data),
    .sel(alu_sel_data),
    .out(mux_in_alu_out),
    .carry_out(carry_out)
);
assign reg_out = reg_out_alu_in;
assign alu_out = mux_in_alu_out;
endmodule
`timescale 1ns/1ps
`default_nettype none
module mux (
    input wire [3:0] a, b,
    input wire sel,
    output reg [3:0] out
);
assign out = (sel) ? b : a;
endmodule
`timescale 1ns/1ps
`default_nettype none
module program_counter(
    input wire clk, rstn,
    output reg [2:0] out
);
always @(posedge clk) begin
    if (!rstn)
        out <= 0;
    else
        out <= out + 1;
end
endmodule
`timescale 1ns/1ps
`default_nettype none
module register (
    input wire[3:0] d,
    input wire clk, load,
    output reg [3:0] q
);
always @(posedge clk) begin
    if (load) begin
        q <= d;
    end
end
endmodule   
`timescale 1ns/1ps
`default_nettype none
module rom (
    input wire [2:0] addr,
    output reg [3:0] out
);
always @(*) begin
    case (addr)
        (3'b000): out = 4'b0001;
        (3'b001): out = 4'b1111;
        (3'b010): out = 4'b1111;
        (3'b011): out = 4'b1111;
        (3'b100): out = 4'b1111;
        (3'b101): out = 4'b1111;
        default: out = 4'b0000;
    endcase
end
endmodule
==> impl_metrics.ini <==
; synthesis and place-and-route metrics
[outcome]
status = finished with violations
failed_checks = setup timing

[routing]
wl_per_cell_microns = 11.1
dr.pass1.iters = 2
vias_per_cell = 3.54
drt-initial-drc-count = 8
wirelength_mm = 1.71
ant_nets = 0
drc = 0
n_antenna_cell = 0
routed-via-count = 545

[sta]
timing.final.crit_share_pct = 103
worstMarginPinSlew_ns = 0.285
rsz0062_at_grt = yes
timing.final.ws_setup_ns = -0.0671
min_period_ns = 2.17
maxSlewViolCount = 0
tns_ns = -0.0863
finalHoldViolCount = 0
setup_viol = 2
relSlewSlack_pct = 80.9
final.setup_skew_ns = 0.00116
fmax_mhz = 461

[final_layout]
nFillCells = 393
utilization_pct = 31.7
area_growth_pct = 109
drive_above_1_share_pct = 63.5
instances_no_fill = 154
fin_area_sq_um = 1260

[clocking]
cts_tree = yes
cts_hold_buf = 0
clock_latency_ns = 0.22
numCtsBuffers = 3
root_buffer = clkbuf_8
clock_sinks = 7
h-tree-depth = 1
clk_path_buf_depth = 2
cts.clk_slew.worst_paths_ns = 0.04

[logic_synthesis]
edf_count = 4
topCellsByArea = edfxtp_1 20%, ha_1 17%, mux2_4 15%
synth_cells = 53
ys_ff = 7
yosysMostFrequentCell = ha_1
yosys_cells = 53
avgSynthCellArea_sq_um = 11.4
largest_area_cell = edfxtp_1
ys_types = 23
netlist.area_leader.share_pct = 20.0
ys_async_sr_fraction_pct = 0
yosys-top-cells-count = 8 x ha_1, 6 x mux2_4
syn_area_sq_um = 602
yosysWarnings = 9
ys_seq_share_pct = 29.9
yosys-stat-area_sq_um = 602
ff_type = edfxtp_1

[min_path]
hp-class = reg -> reg
holdPathStages = 2

[floorplan]
core_area_sq_um = 3970
initCoreUtil_pct = 15.2
die_width_microns = 84
rows = 23
chip_area_sq_um = 7060
die_h_microns = 84
ios = 26

[power_and_ir_drop]
p_total_mw = 1.09
p_leak_nw = 0.541
max-vdd-ir-drop_mv = 0.286
powerDensity_nw_per_um2 = 866

[placed_design]
post-dp-hpwl_mm = 1.33
placed_cell_area_sq_um = 1010
place.gp.congestion = 0.790
portBuffers = 25
dp_cells = 141

[critical_path]
crit_type = in -> out
cp_max_fo = 2
reg2reg_depth = 6
crit_path_end_kind = output pin
reg2reg_setup_slack_ns = 0.21
cp-start-kind = input port
required_ns = 1.68
critPathArrivalTime_ns = 1.75

[global_route]
track_usage_pct = 4.69
grt_pass1_wl_mm = 2.81
antenna_found_initial = 0
overflow = 0
grt_max_degree = 5
first_global_vias = 611

[run]
cap_violations = 0
warning_count = 30
report_power, final:
| group | switching (mW) | internal, mW |
|---|---|---|
| Sequential | 0.0360 | 0.190 |
| Combinational | 0.219 | 0.463 |
| Clock | 0.0533 | 0.131 |
state kept, by name, indices dropped and copies added (netlist names):
register,cells
pc1.out,3
d1.r1.q,4
through the flow:
step,hold WS (ns),setup slack [ns]
6_report,0.558,-0.0671
5_1_grt,0.581,-0.111
4_1_cts,0.560,-0.132
3_5_place_dp,0.572,-0.675
3_3_place_gp,0.572,-0.670
2_1_floorplan,0.440,0.250
cells by family after synthesis:
group	synth area share [%]
AOI/OAI and AO/OA	12.1
xor gates and xnor gates	2.91
adders and majority gates	20.0
buffers and inverters	9.35
DFF	29.9
muxes	15.0
and+or+nand+nor	10.8
worst max-delay path: stages:
cell and delay [ns]:
dlygate4sd2_1 0.25, buf_4 0.14, fa_2 0.41, xor2_2 0.16, mux2_4 0.26, buf_2 0.11
timing repair:
action,CTS,global route
gates cloned,0,0
resized,52,13
buffers inserted,8,2
pin swaps,12,7
endpoints found under the setup margin,9,8
cell usage in the layout, fill, tap and decap left out, drive strengths merged:
cell | netlist | layout
a211oi | 1 | 1
a21o | 1 | 1
a21oi | 1 | 1
and2 | 2 | 2
buf | 5 | 32
clkbuf | 0 | 7
clkdlybuf4s50 | 0 | 14
dfxtp | 3 | 3
dlygate4sd2 | 0 | 3
edfxtp | 4 | 4
fa | 1 | 1
ha | 8 | 8
inv | 4 | 4
mux2 | 6 | 6
nor2 | 4 | 4
nor2b | 2 | 2
nor3 | 1 | 1
nor3b | 1 | 1
o211ai | 2 | 2
o21a | 1 | 1
o21ai | 1 | 1
o21ba | 1 | 1
o31ai | 2 | 2
xor2 | 2 | 2
cell type report:
type	instances	area, sq um	area share, %
sequential	7	188	14.9
tap	50	62.6	4.97
clock buffer	4	45.0	3.57
timing repair buffer	52	440	35.0
multi-input combinational	37	504	40.0
inverter	4	20.0	1.59
worst paths after layout:
path,end,start
hold / removal,pc1.out[0],pc1.out[0]
setup reg to reg,d1.r1.q[2],d1.r1.q[0]
hold reg to reg,pc1.out[0],pc1.out[0]
setup / recovery,alu_out[2],alu_in_data[1]
layer usage:
metal  global-route usage (%)  wire length, microns
met4                    0.152                     0
met3                     2.36                   142
met5                        0                     0
met1                     5.74                   770
met2                     7.60                   797
